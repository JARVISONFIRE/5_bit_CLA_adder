--- flow/run.sh ---
#!/bin/bash
# OpenROAD 26Q1-2900-gdf79404cd8, Yosys 0.63+post, stock flow scripts
make -C /OpenROAD-flow-scripts/flow DESIGN_CONFIG=/design/flow/config.mk WORK_HOME=/design/flow/orfs finish
--- flow/config.mk ---
export PLATFORM = sky130hd
export DESIGN_NAME = fpga_top
export DESIGN_NICKNAME = fpga_top
export VERILOG_FILES = /design/flow/design.v
export SDC_FILE = /design/flow/constraint.sdc
export NUM_CORES = 4
export LEC_CHECK = 1
export CORE_AREA = 10 10 70 70
export DIE_AREA = 0 0 80 80
--- flow/constraint.sdc ---
current_design fpga_top

set clk_period 2.7
set clk_io_pct 0.2

create_clock -name clk0 -period $clk_period [get_ports {clk}]

set non_clock_inputs [all_inputs -no_clocks]
set_input_delay [expr $clk_period * $clk_io_pct] -clock clk0 $non_clock_inputs
set_output_delay [expr $clk_period * $clk_io_pct] -clock clk0 [all_outputs]
--- flow/design.v ---
module dff (input clk, input d, output reg q);
    always @(posedge clk)
        q <= d;
endmodule
module black_cell(
    input  p_kj, g_kj,
    input  p_ji, g_ji,
    output p_ki, g_ki
);
    assign p_ki = p_kj & p_ji;
    assign g_ki = g_kj | (p_kj & g_ji);
endmodule
module gray_cell(
    input p_kj, g_kj,
    input g_ji,
    output g_ki
);
    assign g_ki = g_kj | (p_kj & g_ji);
endmodule
module brent_kung_5bit(
    input clk,
    input [4:0] a_in,
    input [4:0] b_in,
    output [4:0] sum_out,
    output cout_out
);
    wire [4:0] a, b;
    dff da0 (clk, a_in[0], a[0]);
    dff da1 (clk, a_in[1], a[1]);
    dff da2 (clk, a_in[2], a[2]);
    dff da3 (clk, a_in[3], a[3]);
    dff da4 (clk, a_in[4], a[4]);
    dff db0 (clk, b_in[0], b[0]);
    dff db1 (clk, b_in[1], b[1]);
    dff db2 (clk, b_in[2], b[2]);
    dff db3 (clk, b_in[3], b[3]);
    dff db4 (clk, b_in[4], b[4]);
    wire [4:0] P, G;
    assign P = a ^ b;
    assign G = a & b;
    wire p11, g11;
    black_cell L1_10 (P[1], G[1], P[0], G[0], p11, g11);
    wire p31, g31;
    black_cell L1_32 (P[3], G[3], P[2], G[2], p31, g31);
    wire p22, g22;
    black_cell L2_210 (P[2], G[2], p11, g11, p22, g22);
    wire p32, g32;
    black_cell L2_310 (p31, g31, p11, g11, p32, g32);
    wire p43, g43;
    black_cell L3_40123 (P[4], G[4], p32, g32, p43, g43);
    wire C1 = G[0];
    wire C2 = g11;
    wire C3 = g22;
    wire C4 = g32;
    wire C5 = g43;
    wire [4:0] sum;
    assign sum[0] = P[0];
    assign sum[1] = P[1] ^ C1;
    assign sum[2] = P[2] ^ C2;
    assign sum[3] = P[3] ^ C3;
    assign sum[4] = P[4] ^ C4;
    dff ds0 (.clk(clk), .d(sum[0]), .q(sum_out[0]));
    dff ds1 (.clk(clk), .d(sum[1]), .q(sum_out[1]));
    dff ds2 (.clk(clk), .d(sum[2]), .q(sum_out[2]));
    dff ds3 (.clk(clk), .d(sum[3]), .q(sum_out[3]));
    dff ds4 (.clk(clk), .d(sum[4]), .q(sum_out[4]));
    dff dcout (.clk(clk), .d(C5), .q(cout_out));
endmodule
`timescale 1ns / 1ps
module fpga_top(
    input wire clk,          
    input wire [15:0] sw,    
    output wire [15:0] led   
);
    wire [4:0] sum_wire;
    wire c5_wire;  
    brent_kung_5bit my_adder ( 
        .clk(clk),
        .a_in(sw[4:0]),     
        .b_in(sw[9:5]),     
        .sum_out(sum_wire),  
        .cout_out(c5_wire)   
    );
    assign led[4:0] = sum_wire;
    assign led[15] = c5_wire;
    assign led[14:5] = 10'b0;
endmodule
==> qor.yml <==
tritoncts: "done"
yosys_cells: 53
wl_um: 949
min_delay_path_depth: 1
internal_power_w: 0.000387
vdd_drop_max_mv: 0.128
worstHoldStart: "my_adder.da0.q"
synth_seq_share_pct: 52.8
cts_resized: 0
ys_sh_adder_pct: 16.1
slew_violations: 0
hold_viol: 0
vias_per_cell: 2.68
postRouteAntennaNets: 0
required_ns: 2.89
area_growth_syn_to_layout_pct: 27.6
dr.pass1.iters: 1
vias: 300
post-route-min-period_ns: 1.85
synth_cells: 53
crit_type: "flip-flop to flip-flop"
syn_area_um2: 607
cts_buffers: 3
tool_warnings: 31
grt-ovfl-total: 0
fin_ws_ns: 0.849
top_usage_layer: "met2"
avgSynthCellArea_um2: 11.4
io_pins: 33
worstReg2RegEnd: "my_adder.ds4.q"
p_per_area_nw_per_um2: 631
hold_class: "flip-flop to flip-flop"
portBuffers: 16
fin_tns_setup_ns: 0
fmax_mhz: 540
final_util_pct: 22.7
top_area_cell: "dfxtp_1"
htreeDepth: 1
clkPwrFrac_pct: 32.8
synth_top_area_share_pct: 52.8
rsz0062_at_grt: "false"
muxShareOfSynthArea_pct: 0
timing.final.crit_share_pct: 68.5
top_cells_by_area: "dfxtp_1, buf_4, fa_1"
die_w_um: 80
cts_sinks: 16
fp_util_pct: 17.8
dp_slack_ns: 0.859
grt_first_pass_wirelength_um: 1530
routedWlPerCell_um: 8.47
dieHeight_um: 80
fin_skew_ns: 0.00648
yosysWarnings: 1
hpwl_um: 810
die_area_um2: 6400
worstPathArrival_ns: 2.04
p_seq_share_pct: 54.3
clk_path_buf_depth: 2
combinationalPowerShare_pct: 13.0
critPathMaxFanout: 2
drive_gt1_share_pct: 6.06
grt_pass1_vias: 372
cp-end-kind: "flip-flop"
core_um2: 3420
post-cts-setup-buffer-count: 0
simple_gate_area_share_pct: 1.03
track_usage_pct: 2.84
p_sw_w: 0.000101
gp_congestion: 0.682
use_met3_pct: 0.909
p_leak_nw: 0.357
grt_use_met1_pct: 3.24
dr.first_iter.drc_count: 0
hold_end: "my_adder.ds0.q"
grt_max_degree: 10
grt_util_met2_pct: 4.65
finalSetupViolations: 0
clk_latency_ns: 0.29
critPathLaunchType: "flip-flop"
swShare_pct: 20.7
ff2ff_setup_slack_ns: 0.85
cts_root_buf: "clkbuf_4"
r2r-start: "my_adder.db0.q"
compound_area_share_pct: 1.44
n_antenna_cell: 0
ys_chip_area_um2: 607
synthXorXnorAreaFrac_pct: 1.44
synth.distinct_cells: 9
rows: 21
drc_errors: 0
antenna_found_initial: 0
synthTopLogicFamily: "buffers and inverters"
ctsHoldBuffers: 0
numSynthFlops: 16
clkTransAtPathRegs_ns: 0.10
max-cap-violations: 0
ff2ff_path_depth: 7
status: "complete, no violations"
worst max-delay path, cell delays in order (launching register included):
cell and delay, ns:
dfxtp_1 0.33, ha_1 0.13, inv_1 0.05, fa_1 0.47, nor2b_1 0.15, a221oi_1 0.11
fa_1 0.49, inv_1 0.03
kinds of logic after synthesis:
group,Yosys count
simple gates,1
fa+ha+maj,6
buf+inv,27
flops,16
other cells,1
compound gates,1
xor+xnor,1
Yosys cell counts:
master     n
ha_1       3
inv_1     11
xnor2_1    1
dfxtp_1   16
conb_1     1
buf_4     16
nor2b_1    1
fa_1       3
a221oi_1   1
placed cells by master, fill, tap and decap left out:
master           count
clkdlybuf4s50_1     16
dfxtp_1             16
inv_1               11
conb_1              10
fa_1                 3
ha_1                 3
clkbuf_4             3
nor2b_1              1
a221oi_1             1
xnor2_1              1
clkbuf_8             1
worst max path at each step:
stage	start	cells past startpoint	slack, ns	to
CTS	my_adder.db0.q	7	0.83	my_adder.ds4.q
global route	my_adder.db0.q	7	0.77	my_adder.ds4.q
finish	my_adder.db0.q	7	0.85	my_adder.ds4.q
flip-flops by register name (all words and copies together) (netlist names):
register and cells:
my_adder.da0.q 1, my_adder.da1.q 1, my_adder.da2.q 1, my_adder.da3.q 1, my_adder.da4.q 1, my_adder.db0.q 1
my_adder.db1.q 1, my_adder.db2.q 1, my_adder.db3.q 1, my_adder.db4.q 1, my_adder.dcout.q 1, my_adder.ds0.q 1
my_adder.ds1.q 1, my_adder.ds2.q 1, my_adder.ds3.q 1, my_adder.ds4.q 1
power groups by stage:
stage     Combinational [W]  Sequential, W  Clock, W
6_report          0.0000634       0.000265  0.000160
5_1_grt           0.0000731       0.000268  0.000177
4_1_cts           0.0000664       0.000265  0.000166
per-stage QoR:
| step | instance area, µm² | total power (W) | std cells | hold slack [ns] |
|---|---|---|---|---|
| finish | 774 | 0.000488 | 112 | 0.453 |
| global route | 774 | 0.000518 | 112 | 0.477 |
| CTS | 774 | 0.000498 | 112 | 0.458 |
| detailed placement | 738 | 0.000337 | 108 | 0.428 |
| global placement | 738 | 0.000335 | 108 | 0.424 |
| floorplan | 641 | 0.000316 | 62 | 0.420 |
per-layer routing:
layer  wire [µm]  up-vias
met5           0        -
met4          36        0
met3          82        4
met2         435       16
met1         394      126
li1            -      154
cell type report:
cell class                      count  area [µm²]
Tap cell                           46        57.6
Clock buffer                        4        36.3
Fill cell                         367        2640
Sequential cell                    16         320
Inverter                           11        41.3
Timing Repair Buffer               16         160
Multi-Input combinational cell     19         159
Power is estimated from default activity; no workload was simulated.
